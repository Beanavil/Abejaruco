===== flow/design.v =====
parameter CLK_PERIOD = 1;
parameter NOP_INSTRUCTION = 32'h00000033;
parameter NUM_REGS = 32;
parameter REGISTER_INDEX_WIDTH = $clog2(NUM_REGS);
parameter ADDRESS_WIDTH = 32;
parameter WORD_WIDTH = 32;
parameter MEMORY_ADDRESS_SIZE = 12;
parameter MEMORY_LOCATIONS = 4096;
parameter MEMORY_OP_DELAY_CYCLES = 3;
parameter MEMORY_TB_DELAY_PERIOD = 6;
parameter CACHE_LINE_SIZE = 128;
parameter CACHE_NUM_LINES = 4;
parameter CACHE_WORDS_PER_LINE = CACHE_LINE_SIZE / (WORD_WIDTH);
parameter FULL_OFFSET_WIDTH = $clog2(CACHE_WORDS_PER_LINE) + $clog2(WORD_WIDTH/8);
parameter TAG_WIDTH = ADDRESS_WIDTH - FULL_OFFSET_WIDTH;
parameter INIT_TAG = ADDRESS_WIDTH - 1;
parameter END_TAG = ADDRESS_WIDTH - TAG_WIDTH;  
parameter INIT_WORD_OFFSET = END_TAG - 1;
parameter END_WORD_OFFSET = INIT_WORD_OFFSET - ($clog2(CACHE_WORDS_PER_LINE)-1);
parameter INIT_BYTE_OFFSET = END_WORD_OFFSET - 1;
parameter END_BYTE_OFFSET = 0;
parameter SIGN_EXTENDER_INPUT_SIZE = 12;
parameter OFFSET_SIZE = 12;
parameter NIBBLE_WIDTH = 4;
module Demux1to2 #(
    parameter N = 32           
  )(
    input [N-1:0] in,
    input sel,
    output reg [N-1:0] out0,
    output reg [N-1:0] out1
  );
  always @(in or sel)
  begin
    if (sel == 1'b0)
    begin
      out0 = in;            
      out1 = {N{1'b0}};     
    end
    else
    begin
      out0 = {N{1'b0}};     
      out1 = in;            
    end
  end
endmodule

===== flow/run.sh =====
#!/bin/bash
# OpenROAD 26Q1-2900-gdf79404cd8, Yosys 0.63+post, stock flow scripts
make -C /OpenROAD-flow-scripts/flow DESIGN_CONFIG=/design/flow/config.mk WORK_HOME=/design/flow/orfs finish

===== flow/config.mk =====
export PLATFORM = sky130hd
export DESIGN_NAME = Demux1to2
export DESIGN_NICKNAME = Demux1to2
export VERILOG_FILES = /design/flow/design.v
export SDC_FILE = /design/flow/constraint.sdc
export NUM_CORES = 4
export LEC_CHECK = 1
export CORE_AREA = 10 10 70 70
export DIE_AREA = 0 0 80 80

===== flow/constraint.sdc =====
current_design Demux1to2

set clk_period 1.0
set clk_io_pct 0.2

create_clock -name clk0 -period $clk_period

set non_clock_inputs [all_inputs -no_clocks]
set_input_delay [expr $clk_period * $clk_io_pct] -clock clk0 $non_clock_inputs
set_output_delay [expr $clk_period * $clk_io_pct] -clock clk0 [all_outputs]

==> flow_results.xml <==
<?xml version="1.0" encoding="UTF-8"?>
<metrics>
  <group name="final_layout">
    <metric name="post_route_utilization" unit="%">41.6</metric>
    <metric name="seqCellArea" unit="µm²">0</metric>
    <metric name="final_area" unit="µm²">1420</metric>
    <metric name="sequential_cell_total" unit="">0</metric>
    <metric name="nClkBuffers" unit="">0</metric>
    <metric name="drive_gt1_share" unit="%">42.8</metric>
    <metric name="syn_to_final_growth" unit="%">206</metric>
  </group>
  <group name="sta">
    <metric name="timing.fmax" unit="MHz">957</metric>
    <metric name="slew_headroom" unit="%">93.2</metric>
    <metric name="timing.final.crit_period" unit="ns">1.04</metric>
    <metric name="worst_slack" unit="ns">-0.0446</metric>
    <metric name="hold_viol" unit="">0</metric>
    <metric name="final.hold.worst_slack" unit="ns">0.779</metric>
    <metric name="tightest_slew" unit="ns">0.102</metric>
    <metric name="final-max-slew-violation-count" unit="">0</metric>
    <metric name="min_period_over_period" unit="%">104</metric>
    <metric name="grt_setup_unrepaired" unit="">true</metric>
    <metric name="setup_violations" unit="">23</metric>
  </group>
  <group name="synth">
    <metric name="post_synth_inst_count" unit="">71</metric>
    <metric name="synth.cell_area" unit="µm²">464</metric>
    <metric name="synth.top_cells.by_count" unit="">32 x and2_1, 32 x nor2b_1, 4 x buf_4</metric>
    <metric name="netlist.area_leader.share" unit="%">43.1</metric>
    <metric name="synth_seq_share" unit="%">0</metric>
    <metric name="ys.warnings.count" unit="">1</metric>
    <metric name="yosys.stat.chipArea" unit="µm²">464</metric>
    <metric name="yosys-top-cells-area" unit="">and2_1 43%, nor2b_1 43%, buf_6 7.3%</metric>
    <metric name="post_synth_top_area_cell" unit="">and2_1</metric>
    <metric name="synthesis.area_per_instance" unit="µm²">6.54</metric>
    <metric name="synth_cell_type_count" unit="">4</metric>
    <metric name="yosysCellCount" unit="">71</metric>
  </group>
  <group name="drt">
    <metric name="antenna_left" unit="">0</metric>
    <metric name="dr.first_iter.drc_count" unit="">13</metric>
    <metric name="wirelength" unit="µm">3090</metric>
    <metric name="drcViolationCount" unit="">0</metric>
    <metric name="total_number_of_vias" unit="">830</metric>
    <metric name="route.detailed.wl_per_inst" unit="µm">14.1</metric>
    <metric name="drt-pass1-iter-count" unit="">3</metric>
    <metric name="antenna_cells" unit="">0</metric>
    <metric name="viasPerCell" unit="">3.79</metric>
  </group>
  <group name="worst_setup_path">
    <metric name="critPathMaxFanout" unit="">7</metric>
    <metric name="cp_data_arrival_time" unit="ns">0.84</metric>
    <metric name="crit_path_start_kind" unit="">primary input</metric>
    <metric name="endpoint_kind" unit="">primary output</metric>
    <metric name="setup.worst_path.class" unit="">in2out</metric>
    <metric name="required" unit="ns">0.80</metric>
  </group>
  <group name="placed_design">
    <metric name="place_congestion" unit="">0.735</metric>
    <metric name="placed_area" unit="µm²">1460</metric>
    <metric name="detailed_placement_wirelength_estimate" unit="µm">2400</metric>
    <metric name="io_buffers" unit="">97</metric>
  </group>
  <group name="power_and_ir_drop">
    <metric name="total_power" unit="µW">472</metric>
    <metric name="pwr_density_cell" unit="nW/µm²">333</metric>
    <metric name="max_vdd_drop" unit="µV">134</metric>
    <metric name="power.leakage" unit="µW">0.000779</metric>
  </group>
  <group name="run">
    <metric name="warning_count" unit="">34</metric>
    <metric name="maxCapViolCount" unit="">0</metric>
  </group>
  <group name="global_route">
    <metric name="grt_antenna_before_repair" unit="">0</metric>
    <metric name="grtUsageTotal" unit="%">8.47</metric>
    <metric name="grt_first_pass_wirelength" unit="µm">4440</metric>
    <metric name="gr-total-overflow" unit="">0</metric>
    <metric name="number_of_global_route_vias_before_repair" unit="">876</metric>
    <metric name="grt_start_max_net_pins" unit="">15</metric>
  </group>
  <group name="floorplan">
    <metric name="chip_footprint" unit="µm²">6400</metric>
    <metric name="die_x" unit="µm">80</metric>
    <metric name="floorplanUtilization" unit="%">13.6</metric>
    <metric name="std_cell_rows" unit="">21</metric>
    <metric name="dieHeight" unit="µm">80</metric>
    <metric name="top_level_ports" unit="">97</metric>
    <metric name="core_footprint" unit="µm²">3420</metric>
  </group>
  <group name="status">
    <metric name="outcome" unit="">finished with violations</metric>
    <metric name="violations_in_the_final_reports" unit="">setup timing</metric>
  </group>
  <group name="cts">
    <metric name="ctsHoldBuffers" unit="">0</metric>
  </group>
  <group name="worst_hold_path">
    <metric name="hp-class" unit="">in2out</metric>
  </group>
</metrics>
[placed cells by master (no fill, tap or decap)]
| master | netlist | routed |
|---|---|---|
| buf_6 | 3 | 4 |
| and2_1 | 32 | 25 |
| buf_16 | 0 | 3 |
| buf_4 | 4 | 2 |
| clkbuf_16 | 0 | 1 |
| clkdlybuf4s15_1 | 0 | 13 |
| nor2b_4 | 0 | 2 |
| buf_12 | 0 | 3 |
| and2_4 | 0 | 7 |
| dlygate4sd2_1 | 0 | 33 |
| nor2b_2 | 0 | 2 |
| nor2b_1 | 32 | 28 |
| buf_2 | 0 | 41 |
| bufbuf_16 | 0 | 1 |
| clkbuf_2 | 0 | 8 |
[logic make-up (layout without fill, tap and decap cells)]
kind of cell  after synthesis  after routing  share of synthesized area [%]
simple gates               64             64                           86.3
buf+inv                     7            109                           13.7
[cell type report]
cell class / instances / area (µm²)
fillers: 363 / 2000
repair buffers: 109 / 925
well taps: 46 / 57.6
multi-input cells: 64 / 438
[metrics by stage]
step                      setup WS (ns)  instances  TNS (ns)
after detailed placement         -0.500        209    -29.65
after global placement           -0.491        209    -29.31
after CTS                       -0.0546        218    -0.583
after floorplan                   0.196         71         0
after global routing            -0.0686        219     -1.21
final                           -0.0446        219    -0.462
[worst max-delay path: stages]
cell,delay [ns]
buf_12,0.13
bufbuf_16,0.26
and2_1,0.14
buf_2,0.11
[power breakdown]
part	total, µW	switching [µW]	internal, µW
combinational	472	134	338
sequential	0	0	0
clock	0	0	0
[metal layers]
metal / global-route usage (%) / share of wire [%]
met1: 8.70 / 35
met2: 14.4 / 46
met3: 6.36 / 19
met4: 0 / 0
met5: 0 / 0
[worst paths after layout]
path	depth (start not counted)	start	end
worst min-delay path	4	sel	out0[29]
worst max-delay path	4	sel	out1[4]
[repair_timing]
item                       in CTS  in global routing
setup endpoints to repair      64                 35
resized                       214                 18
buffers inserted                5                  0
pin swaps                      21                  0
gates cloned                    4                  1
