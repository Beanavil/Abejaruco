===== flow/run.sh =====
#!/bin/bash
# OpenROAD 26Q1-2900-gdf79404cd8, Yosys 0.63+post, stock flow scripts
make -C /OpenROAD-flow-scripts/flow DESIGN_CONFIG=/design/flow/config.mk WORK_HOME=/design/flow/orfs finish

===== flow/config.mk =====
export PLATFORM = sky130hd
export DESIGN_NAME = Complement2
export DESIGN_NICKNAME = Complement2
export VERILOG_FILES = /design/flow/design.v
export SDC_FILE = /design/flow/constraint.sdc
export NUM_CORES = 4
export LEC_CHECK = 1
export CORE_AREA = 10 10 76 76
export DIE_AREA = 0 0 86 86

===== flow/constraint.sdc =====
current_design Complement2

set clk_period 15.8
set clk_io_pct 0.2

create_clock -name clk0 -period $clk_period

set non_clock_inputs [all_inputs -no_clocks]
set_input_delay [expr $clk_period * $clk_io_pct] -clock clk0 $non_clock_inputs
set_output_delay [expr $clk_period * $clk_io_pct] -clock clk0 [all_outputs]

===== flow/design.v =====
parameter CLK_PERIOD = 1;
parameter NOP_INSTRUCTION = 32'h00000033;
parameter NUM_REGS = 32;
parameter REGISTER_INDEX_WIDTH = $clog2(NUM_REGS);
parameter ADDRESS_WIDTH = 32;
parameter WORD_WIDTH = 32;
parameter MEMORY_ADDRESS_SIZE = 12;
parameter MEMORY_LOCATIONS = 4096;
parameter MEMORY_OP_DELAY_CYCLES = 3;
parameter MEMORY_TB_DELAY_PERIOD = 6;
parameter CACHE_LINE_SIZE = 128;
parameter CACHE_NUM_LINES = 4;
parameter CACHE_WORDS_PER_LINE = CACHE_LINE_SIZE / (WORD_WIDTH);
parameter FULL_OFFSET_WIDTH = $clog2(CACHE_WORDS_PER_LINE) + $clog2(WORD_WIDTH/8);
parameter TAG_WIDTH = ADDRESS_WIDTH - FULL_OFFSET_WIDTH;
parameter INIT_TAG = ADDRESS_WIDTH - 1;
parameter END_TAG = ADDRESS_WIDTH - TAG_WIDTH;  
parameter INIT_WORD_OFFSET = END_TAG - 1;
parameter END_WORD_OFFSET = INIT_WORD_OFFSET - ($clog2(CACHE_WORDS_PER_LINE)-1);
parameter INIT_BYTE_OFFSET = END_WORD_OFFSET - 1;
parameter END_BYTE_OFFSET = 0;
parameter SIGN_EXTENDER_INPUT_SIZE = 12;
parameter OFFSET_SIZE = 12;
parameter NIBBLE_WIDTH = 4;
module Complement2 #(
    parameter N = 32   
  )(
    input [N-1:0] in,         
    output [N-1:0] out        
  );
  assign out = ~in + 1;
endmodule

==> qor.yml <==
detailed_routing:
  ant_nets: 0
  wl_mm: 2.61
  dr.pass1.iters: 2
  drtIter0Drc: 13
  vias: 804
  num_antenna_cells: 0
  wl_per_cell_um: 13.4
  drcViolationCount: 0
  vias_per_cell: 4.12
min_path:
  worst_hold_startpoint: "in[0]"
  min_path_cells: 2
  hold_class: "input port to output port"
power_and_ir_drop:
  intPower_uw: 18.0
  ir_worst_vdd_mv: 0.00670
  p_leak_nw: 0.405
  p_switching_uw: 7.82
  comb_power_share: 1.000
  clkPwrFrac: 0
  finalPower_uw: 25.8
  pwr-share-seq: 0
  switching_share: 0.303
  powerDensity_mw_per_mm2: 19.5
logic_synthesis:
  yosysSeqAreaShare: 0
  synth_area_per_cell_sq_um: 7.67
  ys_cells: 83
  synth_warnings: 0
  synth_cell_type_count: 21
  syn_inst: 83
  yosysChipArea_sq_um: 637
  syn_area_sq_um: 637
clock_network:
  cts_hold_buf: 0
  postCtsSetupBuffers: 0
  cts_resized: 0
global_route:
  grt.busiest_layer: "met2"
  use_met3: 0.0219
  antenna_found_initial: 0
  grt_usage: 0.0663
  grt-ovfl-total: 0
  gr-usage-met2: 0.118
  grt_max_degree: 11
  first_global_vias: 806
  use_met1: 0.0793
  grt_pass1_wl_mm: 4.12
placed_design:
  place.detailed.hpwl_mm: 2.35
  preCtsSetupSlack_ns: 7.02
  gp_congestion: 0.708
  port_buffers: 64
cells_and_area:
  numSequentialCells: 0
  combGateArea_sq_um: 611
  fin_util: 0.321
  clkbuf_count: 0
  fillCellCount: 432
  drive_gt1_frac: 0.0621
  regArea_sq_um: 0
  syn2layout_area_growth_pct: 107
floorplan:
  die_area_sq_mm: 0.00740
  fp-utilization: 0.155
  fp.dieH_um: 86
  row_count: 23
  core_area_sq_mm: 0.00412
  die_w_um: 86
  io_pins: 64
outcome:
  status: "finished clean"
timing:
  grt_setup_unrepaired: "no"
  setup_violations: 0
  finalHoldViolCount: 0
  worst_slew_pin_slew_ns: 0.689
  finalSetupTns_ns: 0
  finalClockPeriodUsage: 0.555
  fin_ws_ns: 7.04
  slew_headroom: 0.536
  fmax_mhz: 114
  drv_slew: 0
  period_needed_ns: 8.76
critical_path:
  critPathLaunchType: "input port"
  startpoint: "in[2]"
  critPathKind: "input port to output port"
  cp_max_fo: 10
  critPathArrivalTime_ns: 5.60
  crit_required_ns: 12.64
  cp-end-kind: "output port"
flow_run:
  warning_count: 32
  drv_cap: 0
metal layers:
layer  up-vias  routed length (um)
li1        429                   -
met1       348                1060
met2        27                1320
met3         0                 226
met4         0                   0
met5         -                   0
synth_stat cells (all sizes together), types with 2 or more instances:
cell type / number / area [sq um]
inv: 2 / 7.51
nand4: 2 / 25.0
nor2: 7 / 26.3
or3: 5 / 31.3
xnor2: 25 / 219
nand2: 4 / 15.0
or4: 3 / 26.3
buf: 2 / 18.8
xor2: 5 / 43.8
nor3: 9 / 45.0
nor4: 13 / 121
per-stage QoR:
stage | hold slack (ns) | instance area [sq um] | std cells
finish | 7.19 | 1320 | 195
global route | 7.22 | 1320 | 195
global placement | 7.20 | 1320 | 195
CTS | 7.20 | 1320 | 195
detailed placement | 7.20 | 1320 | 195
floorplan | 6.34 | 637 | 83
final timing paths:
path | end | slack [ns]
hold / removal | out[0] | 7.19
setup / recovery | out[27] | 7.04
cell families after synthesis:
logic type,count (synthesis),share of synthesized area
adders and majority gates,1,0.0196
and+or+nand+nor,48,0.527
xor gates and xnor gates,30,0.413
buffers and inverters,4,0.0413
critical path: stages:
cell             delay [ns]
clkdlybuf4s50_1        0.47
nor3_1                 0.58
nand4_2                0.40
nor4_2                 0.34
xnor2_1                0.15
clkdlybuf4s50_1        0.49
power by group through the flow:
stage,clock [mW],sequential (mW),combinational [mW]
5_1_grt,0,0,0.0280
4_1_cts,0,0,0.0264
6_report,0,0,0.0258
layout make-up:
type / count / share of cell area
Timing Repair Buffer: 64 / 0.485
Multi-Input combinational cell: 79 / 0.462
Inverter: 2 / 0.00568
Tap cell: 50 / 0.0473
cell usage in the layout (no fill, tap or decap):
cell | synthesis | routed
nor2_1 | 7 | 7
nor2b_1 | 1 | 1
or3_1 | 5 | 5
nor4_2 | 4 | 4
nand4_2 | 2 | 2
inv_1 | 2 | 2
clkdlybuf4s50_1 | 0 | 64
nor3_1 | 9 | 9
nor3b_1 | 1 | 1
nand3b_4 | 1 | 1
or4_1 | 2 | 2
or4_4 | 1 | 1
nand2_1 | 4 | 4
xnor2_1 | 25 | 25
nand2b_1 | 1 | 1
ha_1 | 1 | 1
nand3_1 | 1 | 1
xor2_1 | 5 | 5
nor4_1 | 8 | 8
nor4_4 | 1 | 1
Power and IR drop assume default switching activity.
