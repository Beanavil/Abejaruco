<file path="design/flow/run.sh">
#!/bin/bash
# OpenROAD 26Q1-2900-gdf79404cd8, Yosys 0.63+post, stock flow scripts
make -C /OpenROAD-flow-scripts/flow DESIGN_CONFIG=/design/flow/config.mk WORK_HOME=/design/flow/orfs finish
</file>
<file path="design/flow/config.mk">
export PLATFORM = sky130hd
export DESIGN_NAME = Mux2to1
export DESIGN_NICKNAME = Mux2to1
export VERILOG_FILES = /design/flow/design.v
export SDC_FILE = /design/flow/constraint.sdc
export NUM_CORES = 4
export LEC_CHECK = 1
export CORE_AREA = 10 10 70 70
export DIE_AREA = 0 0 80 80
</file>
<file path="design/flow/constraint.sdc">
current_design Mux2to1

set clk_period 1.0
set clk_io_pct 0.2

create_clock -name clk0 -period $clk_period

set non_clock_inputs [all_inputs -no_clocks]
set_input_delay [expr $clk_period * $clk_io_pct] -clock clk0 $non_clock_inputs
set_output_delay [expr $clk_period * $clk_io_pct] -clock clk0 [all_outputs]
</file>
<file path="design/flow/design.v">
parameter CLK_PERIOD = 1;
parameter NOP_INSTRUCTION = 32'h00000033;
parameter NUM_REGS = 32;
parameter REGISTER_INDEX_WIDTH = $clog2(NUM_REGS);
parameter ADDRESS_WIDTH = 32;
parameter WORD_WIDTH = 32;
parameter MEMORY_ADDRESS_SIZE = 12;
parameter MEMORY_LOCATIONS = 4096;
parameter MEMORY_OP_DELAY_CYCLES = 3;
parameter MEMORY_TB_DELAY_PERIOD = 6;
parameter CACHE_LINE_SIZE = 128;
parameter CACHE_NUM_LINES = 4;
parameter CACHE_WORDS_PER_LINE = CACHE_LINE_SIZE / (WORD_WIDTH);
parameter FULL_OFFSET_WIDTH = $clog2(CACHE_WORDS_PER_LINE) + $clog2(WORD_WIDTH/8);
parameter TAG_WIDTH = ADDRESS_WIDTH - FULL_OFFSET_WIDTH;
parameter INIT_TAG = ADDRESS_WIDTH - 1;
parameter END_TAG = ADDRESS_WIDTH - TAG_WIDTH;  
parameter INIT_WORD_OFFSET = END_TAG - 1;
parameter END_WORD_OFFSET = INIT_WORD_OFFSET - ($clog2(CACHE_WORDS_PER_LINE)-1);
parameter INIT_BYTE_OFFSET = END_WORD_OFFSET - 1;
parameter END_BYTE_OFFSET = 0;
parameter SIGN_EXTENDER_INPUT_SIZE = 12;
parameter OFFSET_SIZE = 12;
parameter NIBBLE_WIDTH = 4;
module Mux2to1 #(
    parameter N = 32     
  )(
    input sel,           
    input [N-1:0] in0,
    input [N-1:0] in1,
    output reg [N-1:0] out
  );
  always @(in0, in1, sel)
  begin
    case(sel)
      1'b0:
        out <= in0;         
      1'b1:
        out <= in1;         
      default:
        out <= {N{1'b0}};   
    endcase
  end
endmodule
</file>
==> qor.yml <==
status:
  status: "finished with violations"
  violations: "negative setup slack"
detailed_routing:
  wl_um: 2850
  drtAntennaViolNets: 0
  drt_iter0_drc: 4
  remaining_drc_errors: 0
  vias_per_cell: 3.80
  vias: 730
  routedWlPerCell_um: 14.8
  firstDrtPassIters: 2
  n_antenna_cell: 0
final_layout:
  fin_util_pct: 49.7
  drive_gt1_share_pct: 56.2
  nFlopsAndLatches: 0
  clkbuf_count: 0
  areaGrowthSynthToFinish_pct: 212
  seq_area_um2: 0
  fin_cells: 192
floorplanning:
  dieHeight_um: 80
  dieArea_um2: 6400
  rows: 21
  io_pins: 97
  die_x_um: 80
  core_area_um2: 3420
  core_util_floorplan_pct: 15.9
yosys:
  synth_warnings: 1
  netlist_area_um2: 544
  yosysSeqAreaShare_pct: 0
  ys_top_cells_by_count: "30 x mux2_4, 3 x buf_12, 2 x mux2_2"
  largest_area_cell: "mux2_4"
  yosys-stat-area_um2: 544
  post-synth-top-count-cell: "mux2_4"
  mux_area_share_pct: 86.9
  synth_cell_type_count: 4
  top_area_share_pct: 82.8
  topCellsByArea: "mux2_4 83%, buf_12 11%, mux2_2 4.1%, buf_6 2.1%"
  synth-xor-area-share_pct: 0
  ys_cells: 36
  adder_share_pct: 0
  simple_gate_share_pct: 0
  synthCells: 36
  synth-compound-area-share_pct: 0
  ys_top_logic_family: "multiplexers"
  syn_avg_cell_area_um2: 15.1
global_routing:
  grt_pass1_vias: 824
  grt_pass1_wl_um: 4150
  grt_start_max_net_pins: 8
  antenna_found_initial: 0
  grt-ovfl-total: 0
  grtUsageTotal_pct: 7.87
timing:
  timing.final.ws_setup_ns: -0.175
  rsz0062_at_grt: "yes"
  tns_ns: -5.03
  slew_violations: 0
  hold_ws_ns: 0.694
  hold_viol: 0
  timing.slew.headroom_pct: 95.9
  setup_viol: 32
  fin_crit_ns: 1.18
  finalCritPeriodShare_pct: 118
  worst_pin_slew_ns: 0.0611
  fmax_mhz: 851
power_and_ir_drop:
  ir_worst_vdd_mv: 0.173
  p_leak_nw: 0.990
  power_density_nw_per_um2: 389
job:
  cap_viol_max_count: 0
  warnings: 34
critical_path:
  worstPathRequired_ns: 0.80
  cp_max_fo: 7
  critPathKind: "primary input to primary output"
  crit_path_end_kind: "primary output"
  cp.arrival_ns: 0.98
  critPathLaunchType: "primary input"
worst_hold_path:
  hold_depth: 3
  min_from: "in0[24]"
  holdPathEnd: "out[24]"
  hp-class: "primary input to primary output"
placed_design:
  gp_congestion: 0.760
  port_buffers: 97
  dp.cells: 177
  hpwl_um: 2400
  dpl_worst_slack_ns: -0.497
clock_tree:
  hold_buffers: 0
## through the flow
stage | total power [mW] | cell area (um^2)
after floorplan | 0.206 | 544
after global placement | 0.654 | 1540
after detailed placement | 0.655 | 1540
after CTS | 0.644 | 1610
after global routing | 0.706 | 1700
final | 0.660 | 1700
## layout by cell type (no fill, tap or decap)
cell type / n
buf_12: 3
buf_2: 12
buf_6: 29
mux2_4: 32
dlygate4sd2_1: 40
dlymetal6s2s_1: 14
buf_8: 3
clkdlybuf4s50_1: 10
buf_16: 1
buf_4: 2
## final cells by class
type	instances	area (um^2)
Timing Repair Buffer	114	1160
Tap cell	46	57.6
Multi-Input combinational cell	32	480
Fill cell	327	1720
## where the power goes
| group | internal (mW) | switching, mW |
|---|---|---|
| Clock | 0 | 0 |
| Combinational | 0.519 | 0.141 |
| Sequential | 0 | 0 |
| Total | 0.519 | 0.141 |
## routing by layer
metal / vias up / global-route usage, % / share of wire (%)
met5: - / 0 / 0
met4: 0 / 0 / 0
met3: 0 / 3.07 / 11
met2: 51 / 14.3 / 49
met1: 317 / 8.97 / 40
li1: 362 / - / -
## worst max-delay path by stage
| stage | end | slack [ns] | from | cells after the start |
|---|---|---|---|---|
| 4_1_cts | out[0] | -0.18 | sel | 5 |
| 5_1_grt | out[31] | -0.19 | sel | 5 |
| 6_report | out[31] | -0.18 | sel | 5 |
## worst max-delay path, cell delays in order
cell,delay [ns]
buf_12,0.11
buf_12,0.13
buf_8,0.12
mux2_4,0.30
buf_6,0.11
## repair_timing
item / CTS / global route
buffers inserted: 14 / 0
cloned: 1 / 0
resized: 170 / 23
setup endpoints to repair: 32 / 32
## logic make-up (layout without fill, tap and decap cells)
kind of cell | Yosys count | count (layout)
multiplexers | 32 | 32
buffers and inverters | 4 | 114
Power figures rest on the tool's default switching activity, not on a simulated workload.
